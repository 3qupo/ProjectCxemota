`./run.sh`:
```
#!/bin/bash
# OpenROAD 26Q1-2900-gdf79404cd8, Yosys 0.63+post, stock flow scripts
make -C /OpenROAD-flow-scripts/flow DESIGN_CONFIG=/design/flow/config.mk WORK_HOME=/design/flow/orfs finish
```
`./config.mk`:
```
export PLATFORM = sky130hd
export DESIGN_NAME = random_display
export DESIGN_NICKNAME = random_display
export VERILOG_FILES = /design/flow/design.v
export SDC_FILE = /design/flow/constraint.sdc
export NUM_CORES = 4
export LEC_CHECK = 1
export CORE_UTILIZATION = 30
```
`./constraint.sdc`:
```
current_design random_display

set clk_period 9.1
set clk_io_pct 0.2

create_clock -name clk0 -period $clk_period [get_ports {clk}]

set non_clock_inputs [all_inputs -no_clocks]
set_input_delay [expr $clk_period * $clk_io_pct] -clock clk0 $non_clock_inputs
set_output_delay [expr $clk_period * $clk_io_pct] -clock clk0 [all_outputs]
```
`./design.v`:
```
module random_display (
    input wire clk,           
    output wire gnd_1,        
    output wire gnd_2,        
    output wire gnd_3,        
    output wire gnd_4,        
    output reg [7:0] leds     
);
reg [31:0] lfsr = 32'hABCD1234;   
wire feedback = lfsr[31] ^ lfsr[21] ^ lfsr[1] ^ lfsr[0];
reg [3:0] digit1 = 4'd0;
reg [3:0] digit2 = 4'd0;
reg [3:0] digit3 = 4'd0;
reg [3:0] digit4 = 4'd0;
reg [1:0] digit_select = 2'b00;
reg [31:0] refresh_counter = 32'd0;
reg [31:0] update_counter = 32'd0;
reg [7:0] seven_seg [0:9];
initial begin
    seven_seg[0] = 8'b10000000;   
    seven_seg[1] = 8'b11011010;   
    seven_seg[2] = 8'b00010001;   
    seven_seg[3] = 8'b01010000;   
    seven_seg[4] = 8'b01001010;   
    seven_seg[5] = 8'b01000100;   
    seven_seg[6] = 8'b00010000;   
    seven_seg[7] = 8'b11011000;   
    seven_seg[8] = 8'b00000000;   
    seven_seg[9] = 8'b01000000;   
end
reg [3:0] digit_enable;
assign gnd_1 = digit_enable[0];
assign gnd_2 = digit_enable[1];
assign gnd_3 = digit_enable[2];
assign gnd_4 = digit_enable[3];
always @(posedge clk) begin
    update_counter <= update_counter + 1;
    if (update_counter >= 27_000_000) begin   
        update_counter <= 0;
        lfsr <= {lfsr[30:0], feedback};
        digit1 <= lfsr[3:0] % 10;
        digit2 <= lfsr[7:4] % 10;
        digit3 <= lfsr[11:8] % 10;
        digit4 <= lfsr[15:12] % 10;
    end
    refresh_counter <= refresh_counter + 1;
    if (refresh_counter >= 13_500) begin   
        refresh_counter <= 0;
        digit_select <= digit_select + 1;
        case(digit_select)
            2'b00: begin
                digit_enable <= 4'b1110;   
                leds <= seven_seg[digit1];
            end
            2'b01: begin
                digit_enable <= 4'b1101;   
                leds <= seven_seg[digit2];
            end
            2'b10: begin
                digit_enable <= 4'b1011;   
                leds <= seven_seg[digit3];
            end
            2'b11: begin
                digit_enable <= 4'b0111;   
                leds <= seven_seg[digit4];
            end
        endcase
    end
end
endmodule
```
==> flow_summary_export.csv <==
group,metric,value,unit
run_status,outcome,"complete, no violations",
floorplan,floorplan.die.height,129,µm
grt,grt_max_degree,56,
grt,global_route_wire_length_before_repair,12200,µm
placement,placement.setup.worst_slack,6250,ps
logic_synthesis,synthDominantAreaCellType,"sky130_fd_sc_hd__edfxtp_1",
floorplan,io_pins,13,
clock_tree,cts_root_buf,"sky130_fd_sc_hd__clkbuf_16",
logic_synthesis,logic_family,"simple AND/OR/NAND/NOR gates",
final_timing,setup_viol,0,
worst_setup_path,worst_path_dominant_cell_family,"buffers and inverters",
grt,total_grt_overflow,0,
logic_synthesis,synth.mux.area_fraction,0.0148,
floorplan,design.die.area,16600,µm²
worst_setup_path,critPathLaunchType,"flop",
logic_synthesis,synthXorXnorAreaFrac,0.0455,
final_timing,post_layout_minimum_cycle_time,3000,ps
logic_synthesis,avgSynthCellArea,12.1,µm²
grt,via_count_of_the_first_global_routing_pass,2684,
logic_synthesis,edff_count_synth,59,
floorplan,core-area,15400,µm²
placement,place.port_buffers,11,
worst_setup_path,required_time_of_the_worst_setup_path,7280,ps
worst_setup_path,path_buffers,1,
placement,dpl.hpwl,4450,µm
logic_synthesis,synth_adder_area_share,0.0520,
clock_tree,postCtsSetupBuffers,0,
final_timing,timing.fmax,0.333,GHz
clock_tree,cts_hold_buffers,0,
logic_synthesis,postSynth.asyncResetShare,0,
power,leakage,0.00214,µW
final_timing,worst_clock_skew,10.1,ps
cells_and_area,mostFrequentLayoutCell,"sky130_fd_sc_hd__dfxtp_1",
routing,drt_pass1_iterations,4,
routing,drc_violation_count_after_routing,0,
cells_and_area,num-fill-cells,1426,
power,p_total,1650,µW
final_timing,hold_viol_final,0,
worst_setup_path,timing.setup.critical_path_class,"flop to output pin",
worst_setup_path,critical_path_arrival,1180,ps
final_timing,finalSetupTns,0,ps
final_timing,timing_max_transition_violations_final,0,
logic_synthesis,synthSimpleGateAreaFrac,0.136,
final_timing,worst_pin_slew,923,ps
cells_and_area,layout_top_cells_excl_fill_tap,"sky130_fd_sc_hd__dfxtp_1, sky130_fd_sc_hd__edfxtp_1, sky130_fd_sc_hd__nor2_1",
routing,routed_via_density,4.41,
grt,grtUsageTotal,0.0938,
grt,antenna_found_initial,0,
logic_synthesis,ys.warnings.count,1,
logic_synthesis,yosys.area.top_type_share,0.368,
logic_synthesis,synth-main-ff-cell,"sky130_fd_sc_hd__dfxtp_1",
logic_synthesis,netlist-cell-type-count,45,
power,power_density,282,nW/µm²
cells_and_area,layout-area-overhead-vs-synth,21.9,%
run,stage_log_warnings,39,
worst_setup_path,timing.critical_path.slowest_cell_delay,460,ps
final_timing,maxSlewHeadroom,0.383,
cells_and_area,postLayoutCoreUtil,0.380,
final_timing,setup_repair_after_global_routing_missed_its_margin,"no",
routing,wire_per_inst,10.6,µm
floorplan,fp-row-count,45,
power,worst_ir_drop_vdd,0.166,mV
routing,finalWirelength,7060,µm
clock_tree,cts_made_buffers,17,
worst_setup_path,critPathSlowestCell,"sky130_fd_sc_hd__clkdlybuf4s50_1",
worst_setup_path,timing.critical_path.to_type,"output pin",
logic_synthesis,yosys_area,4810,µm²
floorplan,initial_core_util,0.312,
clock_tree,clk_pin_slew_worst_paths,60,ps
final_timing,smallest_setup_slack_after_layout,6100,ps
logic_synthesis,synth_flop_count,123,
logic_synthesis,syn_inst,397,
worst_setup_path,critical_path_peak_fanout,1,
worst_setup_path,cp_cell_sequence,"clkdlybuf4s50_1",
placement,gp_congestion,0.777,
clock_tree,h-tree-depth,4,
logic_synthesis,yosysSeqAreaShare,0.634,
logic_synthesis,synth.area.top_cells,"sky130_fd_sc_hd__edfxtp_1, sky130_fd_sc_hd__dfxtp_1, sky130_fd_sc_hd__ha_1",
routing,first_iter_violations,198,
logic_synthesis,synth.cellmix.compoundShare,0.0837,
routing,dr_total_vias,2945,
clock_tree,insertion_delay,400,ps
floorplan,die_width,129,µm
clock_tree,cts_tree,"yes",
routing,route.antenna.remaining_nets,0,
cells_and_area,drive_above_1_share,0.0875,
clock_tree,cts_resized,0,
logic_synthesis,number_of_cells_in_the_yosys_synthesis_report,397,
logic_synthesis,post_synth_instance_area,4810,µm²
routing,antenna-diode-count,0,
clock_tree,ctsLongestPathBuffers,2,
clock_tree,cts_num_sinks,123,
run,maxCapViolCount,0,
final_timing,layout_worst_path_cycle_share,0.330,
hold_path,hold_path_class,"flop to flop",
[report_power, final]
| part | switching (µW) | internal [µW] |
|---|---|---|
| combinational | 82.0 | 92.2 |
| sequential | 64.4 | 746 |
| clock | 237 | 433 |
[cells in the mapped netlist, types with 2 or more instances]
| cell type | instances |
|---|---|
| sky130_fd_sc_hd__nor4_1 | 7 |
| sky130_fd_sc_hd__a21oi_1 | 23 |
| sky130_fd_sc_hd__nor3_1 | 4 |
| sky130_fd_sc_hd__xor2_1 | 14 |
| sky130_fd_sc_hd__and3_1 | 3 |
| sky130_fd_sc_hd__buf_2 | 2 |
| sky130_fd_sc_hd__ha_1 | 20 |
| sky130_fd_sc_hd__inv_1 | 28 |
| sky130_fd_sc_hd__or3_1 | 4 |
| sky130_fd_sc_hd__nand2_1 | 15 |
| sky130_fd_sc_hd__xnor2_1 | 11 |
| sky130_fd_sc_hd__nand4_1 | 12 |
| sky130_fd_sc_hd__a211oi_1 | 4 |
| sky130_fd_sc_hd__clkbuf_1 | 5 |
| sky130_fd_sc_hd__o21a_1 | 4 |
| sky130_fd_sc_hd__buf_4 | 2 |
| sky130_fd_sc_hd__edfxtp_1 | 59 |
| sky130_fd_sc_hd__nand3_1 | 15 |
| sky130_fd_sc_hd__o21ai_0 | 12 |
| sky130_fd_sc_hd__dfxtp_1 | 64 |
| sky130_fd_sc_hd__a41oi_1 | 2 |
| sky130_fd_sc_hd__and4_1 | 7 |
| sky130_fd_sc_hd__o31ai_1 | 8 |
| sky130_fd_sc_hd__and2_1 | 4 |
| sky130_fd_sc_hd__nor2b_1 | 2 |
| sky130_fd_sc_hd__mux2i_1 | 6 |
| sky130_fd_sc_hd__nor2_1 | 34 |
| sky130_fd_sc_hd__or4_1 | 9 |
[worst reg2reg max path, cell delays in order, from the launching register on]
cell,delay [ps]
sky130_fd_sc_hd__dfxtp_1,370
sky130_fd_sc_hd__nand3b_1,190
sky130_fd_sc_hd__or4_1,460
sky130_fd_sc_hd__o41ai_4,760
sky130_fd_sc_hd__buf_4,670
[flip-flops by register name, indices dropped and copies added, names as in the netlist]
register and count:
digit1 3, digit2 4, digit3 4, digit4 3, digit_enable 4, digit_select 2, leds 7, lfsr 32
refresh_counter 32, update_counter 32
[final timing paths]
| kind | to | cells past startpoint | slack [ps] | startpoint |
|---|---|---|---|---|
| max | leds[3] | 1 | 6100 | leds[3] |
| min | lfsr[13] | 0 | 410 | lfsr[12] |
| max reg2reg | lfsr[1] | 4 | 6260 | update_counter[18] |
| min reg2reg | lfsr[13] | 0 | 410 | lfsr[12] |
[logic make-up (layout without fill, tap and decap cells)]
family | after synthesis | in the layout
AND-OR/OR-AND | 62 | 62
XOR/XNOR | 25 | 25
adder cells (fa/ha/maj) | 20 | 20
buffers and inverters | 38 | 73
flip-flops | 123 | 123
multiplexers | 7 | 7
other | 1 | 26
AND/OR/NAND/NOR | 121 | 121
[through the flow]
| step | instance area, µm² | cells | hold slack (ps) |
|---|---|---|---|
| floorplan | 4910 | 422 | 400 |
| global placement | 5250 | 636 | 404 |
| detailed placement | 5250 | 636 | 405 |
| CTS | 5870 | 668 | 415 |
| global route | 5870 | 668 | 414 |
| finish | 5870 | 668 | 411 |
[metal layers]
layer	vias up	global-route usage	routed length, µm
li1	1511	-	-
met1	1380	0.146	3670
met2	50	0.133	3030
met3	4	0.0322	310
met4	0	0.0159	47
met5	-	0	0
[layout make-up]
cell class                      count  area [µm²]  area share
Clock inverter                     11        98.8      0.0168
Sequential cell                   123        3050       0.520
Clock buffer                       21         514      0.0877
Tap cell                          211         264      0.0450
Timing Repair Buffer               13         125      0.0213
Inverter                           28         105      0.0179
Multi-Input combinational cell    261        1710       0.291
Power figures rest on the tool's default switching activity, not on a simulated workload.
